==> flow/design.v <==
package soc_types_pkg;
  typedef struct packed {
    logic [16-1:0] addr;
    logic [32-1:0] wdata;
    logic                  write;
    logic                  valid;
  } bus_req_t;
  typedef struct packed {
    logic [32-1:0] rdata;
    logic                  ready;
  } bus_rsp_t;
endpackage
module fpga_top
(
  input  wire       CLOCK_50,
  input  wire       CLOCK2_50,
  input  wire       CLOCK3_50,
  input  wire       CLOCK4_50,
  output wire [6:0] HEX0,
  output wire [6:0] HEX1,
  output wire [6:0] HEX2,
  output wire [6:0] HEX3,
  output wire [6:0] HEX4,
  output wire [6:0] HEX5,
  input  wire [3:0] KEY,
  input  wire [9:0] SW,
  output wire [9:0] LEDR
);
parameter
  N_IN  = 10,
  N_OUT = 24;
reg              req;
wire [N_IN-1:0]  n;
wire             ack;
wire [N_OUT-1:0] result;
wire clk = CLOCK_50;
wire RSTN = KEY[2];
reg [1:0] ff_req_raise = 0;
reg [1:0] ff_req_fall  = 0;
always @(posedge clk) begin
  ff_req_raise <= {ff_req_raise[0], KEY[0]};
  ff_req_fall  <= {ff_req_fall [0], KEY[1]};
end
wire tri_raise = (ff_req_raise == 2'b10);
wire tri_fall  = (ff_req_fall  == 2'b10);
always @(posedge clk or negedge RSTN) begin
  if(~RSTN)
    req <= 0;
  else if(tri_raise)
    req <= 1;
  else if(tri_fall)
    req <= 0;
end
fib
#(
  .N_IN  ( N_IN  ) ,
  .N_OUT ( N_OUT )
) fib_1
(
  .rst_n  ( RSTN   ) ,
  .clk    ( clk    ) ,
  .req    ( req    ) ,
  .n      ( n      ) ,
  .ack    ( ack    ) ,
  .result ( result )
);
assign LEDR[0] = req;
assign LEDR[1] = ack;
assign n = SW;
assign HEX5 = seg7dec(result[23:20]);
assign HEX4 = seg7dec(result[19:16]);
assign HEX3 = seg7dec(result[15:12]);
assign HEX2 = seg7dec(result[11: 8]);
assign HEX1 = seg7dec(result[ 7: 4]);
assign HEX0 = seg7dec(result[ 3: 0]);
function [6:0] seg7dec;
  input [3:0] din;
  begin
    case(din)
      4'h0:    seg7dec = 7'b100_0000;
      4'h1:    seg7dec = 7'b111_1001;
      4'h2:    seg7dec = 7'b010_0100;
      4'h3:    seg7dec = 7'b011_0000;
      4'h4:    seg7dec = 7'b001_1001;
      4'h5:    seg7dec = 7'b001_0010;
      4'h6:    seg7dec = 7'b000_0010;
      4'h7:    seg7dec = 7'b111_1000;
      4'h8:    seg7dec = 7'b000_0000;
      4'h9:    seg7dec = 7'b001_0000;
      4'hA:    seg7dec = 7'b000_1000;
      4'hB:    seg7dec = 7'b000_0011;
      4'hC:    seg7dec = 7'b010_0111;
      4'hD:    seg7dec = 7'b010_0001;
      4'hE:    seg7dec = 7'b000_0110;
      4'hF:    seg7dec = 7'b000_1110;
      default: seg7dec = 7'b111_1111;
    endcase
  end
endfunction
endmodule
`default_nettype none
module fib
#(
  parameter N_IN  = 7,
  parameter N_OUT = 90
)
(
  input  wire             rst_n,
  input  wire             clk,
  input  wire             req,
  input  wire [N_IN-1:0]  n,
  output reg              ack,
  output reg  [N_OUT-1:0] result
);
localparam
  INIT          = 2'b00,
  WAIT_REQ      = 2'b01,
  CALC          = 2'b10,
  WAIT_REQ_FALL = 2'b11;
reg [1:0]       state;
reg [N_IN-1:0]  n_reg;
reg [N_OUT-1:0] n_m1;
reg [N_OUT-1:0] n_m2;
reg [N_IN-1:0]  cnt;
always @(posedge clk or negedge rst_n) begin
  if(~rst_n) begin
    state  <= INIT;
    n_reg  <= 0;
    n_m1   <= 0;
    n_m2   <= 0;
    cnt    <= 0;
    ack    <= 0;
    result <= 0;
  end else begin
    case(state)
      INIT         :begin
        state <= #1 WAIT_REQ;
      end
      WAIT_REQ     :begin
        if( req) begin
          state  <= #1 CALC;
          n_reg  <= #1 n;
          n_m1   <= #1 1;
          n_m2   <= #1 0;
          cnt    <= #1 0;
          ack    <= #1 0;
          result <= #1 0;
        end
      end
      CALC         :begin
        if(cnt == (n_reg-1)) begin
          state  <= #1 WAIT_REQ_FALL;
          result <= #1 n_m1;
        end else begin
          n_m1 <= #1 n_m1 + n_m2;
          n_m2 <= #1 n_m1;
          cnt  <= #1 cnt + 1;
        end
      end
      WAIT_REQ_FALL:begin
        if(~req)
          state <= #1 WAIT_REQ;
        ack <= #1 1;
      end
      default      :begin
        state <= 2'bxx;
      end
    endcase
  end
end
endmodule
`default_nettype wire
==> flow/run.sh <==
#!/bin/bash
# OpenROAD 26Q1-2900-gdf79404cd8, Yosys 0.63+post, stock flow scripts
make -C /OpenROAD-flow-scripts/flow DESIGN_CONFIG=/design/flow/config.mk WORK_HOME=/design/flow/orfs finish
==> flow/config.mk <==
export PLATFORM = sky130hd
export DESIGN_NAME = fpga_top
export DESIGN_NICKNAME = fpga_top
export VERILOG_FILES = /design/flow/design.v
export SDC_FILE = /design/flow/constraint.sdc
export NUM_CORES = 4
export LEC_CHECK = 1
export CORE_UTILIZATION = 30
==> flow/constraint.sdc <==
current_design fpga_top

set clk_period 9.8
set clk_io_pct 0.2

create_clock -name clk0 -period $clk_period [get_ports {CLOCK_50}]

set non_clock_inputs [all_inputs -no_clocks]
set_input_delay [expr $clk_period * $clk_io_pct] -clock clk0 $non_clock_inputs
set_output_delay [expr $clk_period * $clk_io_pct] -clock clk0 [all_outputs]
==> qor.yml <==
outcome:
  status: "completed"
grt:
  antenna_found_initial: 0
  grt_pass1_wl_mm: 23.5
  grt.total_usage: 0.120
  grt_pass1_vias: 4945
  grt_max_degree: 76
  grt_overflow: 0
final_timing:
  fin_ws_ps: 5690
  tightest_slew_ps: 788
  fmax_mhz: 243
  relSlewSlack: 0.475
  fin_worst_skew_ps: 10.1
  hold_viol_final: 0
  fin_crit_ps: 4110
  slew_viol_final: 0
  finalSetupViolCount: 0
  grt_setup_unrepaired: "no"
  period_used_share: 0.420
  tns_ps: 0
critical_path:
  start_kind: "register"
  cp.required_ps: 7840
  worstSetupPathType: "reg2out"
  crit_arrival_ps: 2150
  worstSetupEndpointType: "primary output"
  crit_fanout: 6
  reg2reg_slack_ps: 6260
route:
  via_per_inst: 4.95
  num_vias: 5208
  drc_errors: 0
  wl_mm: 13.2
  first_pass_iters: 4
  ant_nets: 0
  n_antenna_cell: 0
  wl_per_cell_um: 12.5
  first_iter_violations: 331
power_and_ir_drop:
  power_density_nw_per_um2: 232
  leakagePower_uw: 0.00349
  ir_drop_v: 0.000107
synthesis:
  yosysCellCount: 723
  ys_seq_share: 0.366
  top_cells_by_area: "dfrtp_1 (35%), ha_1 (11%), nand2_1 (4.4%)"
  top_cell_area_share: 0.351
  syn-instance-count: 723
  top_area_cell: "dfrtp_1"
  synthesis.area_um2: 6910
  syn_area_per_cell_um2: 9.56
  ys_chip_area_um2: 6910
  synth_flops: 102
  synthFlopType: "dfrtp_1"
  async_flop_share: 0.961
  yosys.cell_types.count: 70
  yosysWarnings: 10
  synth-edff-count: 0
clock_tree:
  clk_pin_slew_ps: 60
  post_cts_hold_buffer_count: 0
  cts_made_buffers: 9
  cts_tree: "yes"
  h-tree-depth: 3
  post-cts-setup-buffers: 0
  cts.path.max_buffers: 2
  cts_root_buffer: "clkbuf_16"
  clk_latency_ps: 350
  post_cts_resized: 0
  clock_sinks: 102
placed_design:
  globalplace.congestion: 0.836
  placed_area_um2: 7680
  dpl.hpwl_mm: 9.10
  port_buffers: 57
  dp_slack_ps: 6050
die:
  die_h_um: 154
  die_x_um: 154
  fp_util: 0.305
  dieArea_um2: 23700
  fp.coreArea_um2: 22600
  io_pins: 70
  rows: 55
flow_run:
  warnings: 59
  drv.max_cap_violation_count: 0
final_layout:
  drive_above_1_share: 0.0794
  lay_top_cells: "dfrtp_1 (97), nand2_1 (80), ha_1 (61)"
  fillCellCount: 2225
  synthToLayoutAreaGrowth_pct: 15.8
  lay_top_count: "dfrtp_1"
  fin_area_um2: 8000
  reg_top3: "fib_1.n_m1: 24 flops, fib_1.n_m2: 24 flops, fib_1.result: 24 flops"
worst_hold_path:
  min_path_type: "reg2reg"
## layer usage
layer,track usage,share of wire,wire (um),vias up
met3,0.0181,0.030,394,13
met1,0.186,0.50,6620,2458
met2,0.189,0.46,6020,71
li1,-,-,-,2666
met5,0,0,0,-
met4,0.0119,0.012,161,0
## worst max-delay path, cell delays in order (launching register included)
cell and delay (ps):
dfrtp_1 440, inv_1 160, ha_1 320, inv_1 40
mux4_2 430, clkdlybuf4s50_1 410
## layout make-up
| class | instances | area (um^2) | area share |
|---|---|---|---|
| multi-input cells | 547 | 4030 | 0.504 |
| flip-flops and latches | 102 | 2530 | 0.317 |
| clock buffers | 10 | 239 | 0.0299 |
| inverters | 41 | 154 | 0.0192 |
| clock inverters | 6 | 83.8 | 0.0105 |
| repair buffers | 62 | 606 | 0.0757 |
| well taps | 285 | 357 | 0.0446 |
## cells by family (layout without fill, tap and decap cells)
group / count (synthesis) / after routing / share of synthesized area
XOR/XNOR: 30 / 30 / 0.0380
adder cells (fa/ha/maj): 62 / 62 / 0.113
multiplexers: 53 / 53 / 0.105
AND-OR/OR-AND: 183 / 183 / 0.175
flip-flops: 102 / 102 / 0.366
AND/OR/NAND/NOR: 210 / 210 / 0.146
buffers and inverters: 82 / 119 / 0.0554
other: 1 / 9 / 0.000542
## where the power goes
| group | internal, uW | switching (uW) | leakage [uW] |
|---|---|---|---|
| registers | 526 | 113 | 0.00130 |
| logic | 419 | 406 | 0.00202 |
| clock network | 230 | 158 | 0.000163 |
| total | 1180 | 678 | 0.00349 |
## cells in the mapped netlist (15+ instances only)
library cell  instances
ha_1                 61
o31ai_1              20
a21oi_1              31
nor2_1               35
o21ai_1              39
inv_1                38
o21ai_0              18
nand2_1              81
dfrtp_1              97
nand3_1              29
mux2i_1              15
xnor2_1              17
## worst paths after layout
| check | start | endpoint | depth (start not counted) |
|---|---|---|---|
| worst max register to register | fib_1.n_reg[0] | fib_1.n_m2[16] | 10 |
| max in group asynchronous | KEY[2] | fib_1.n_m1[8] | 2 |
| worst max-delay path | fib_1.result[1] | HEX0[3] | 5 |
| worst min-delay path | ff_req_fall[0] | ff_req_fall[1] | 0 |
| min in group asynchronous | KEY[2] | fib_1.n_reg[5] | 1 |
| worst min register to register | ff_req_fall[0] | ff_req_fall[1] | 0 |
## stage by stage
stage	hold WS [ps]	total power, uW	std cells	util
2_1_floorplan	331	1250	731	-
3_3_place_gp	337	1460	1037	0.339
3_5_place_dp	340	1470	1037	0.339
4_1_cts	352	1880	1053	0.354
5_1_grt	362	2020	1053	0.354
6_report	351	1850	1053	0.354
Power figures rest on the tool's default switching activity, not on a simulated workload.
