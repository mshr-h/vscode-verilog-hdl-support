==> flow/design.v <==
package soc_types_pkg;
  typedef struct packed {
    logic [16-1:0] addr;
    logic [32-1:0] wdata;
    logic                  write;
    logic                  valid;
  } bus_req_t;
  typedef struct packed {
    logic [32-1:0] rdata;
    logic                  ready;
  } bus_rsp_t;
endpackage
`default_nettype none
module displayIK_7seg_16
(
  input  wire        CLK,
  input  wire        RSTN,
  input  wire [15:0] data0,
  input  wire [15:0] data1,
  input  wire [15:0] data2,
  input  wire [15:0] data3,
  input  wire [15:0] data4,
  input  wire [15:0] data5,
  input  wire [15:0] data6,
  input  wire [15:0] data7,
  input  wire [15:0] data8,
  input  wire [15:0] data9,
  input  wire [15:0] data10,
  input  wire [15:0] data11,
  input  wire [15:0] data12,
  input  wire [15:0] data13,
  input  wire [15:0] data14,
  input  wire [15:0] data15,
  output wire [7:0]  SEG_A,
  output wire [7:0]  SEG_B,
  output wire [7:0]  SEG_C,
  output wire [7:0]  SEG_D,
  output wire [7:0]  SEG_E,
  output wire [7:0]  SEG_F,
  output wire [7:0]  SEG_G,
  output wire [7:0]  SEG_H,
  output wire [8:0]  SEG_SEL
);
wire [31:0] SEG_0,SEG_1,SEG_2,SEG_3,SEG_4,SEG_5,SEG_6,SEG_7;
wire [31:0] SEG_8,SEG_9,SEG_10,SEG_11,SEG_12,SEG_13,SEG_14,SEG_15;
display_module_async_16b
i0
(
  .data   (data0),
  .SEG_32 (SEG_0)
);
display_module_async_16b
i1
(
  .data   (data1),
  .SEG_32 (SEG_1)
);
display_module_async_16b
i2
(
  .data   (data2),
  .SEG_32 (SEG_2)
);
display_module_async_16b
i3
(
  .data   (data3),
  .SEG_32 (SEG_3)
);
display_module_async_16b
i4
(
  .data   (data4),
  .SEG_32 (SEG_4)
);
display_module_async_16b
i5
(
  .data   (data5),
  .SEG_32 (SEG_5)
);
display_module_async_16b
i6
(
  .data   (data6),
  .SEG_32 (SEG_6)
);
display_module_async_16b
i7
(
  .data   (data7),
  .SEG_32 (SEG_7)
);
display_module_async_16b
i8
(
  .data   (data8),
  .SEG_32 (SEG_8)
);
display_module_async_16b
i9
(
  .data   (data9),
  .SEG_32 (SEG_9)
);
display_module_async_16b
i10
(
  .data   (data10),
  .SEG_32 (SEG_10)
);
display_module_async_16b
i11
(
  .data   (data11),
  .SEG_32 (SEG_11)
);
display_module_async_16b
i12
(
  .data   (data12),
  .SEG_32 (SEG_12)
);
display_module_async_16b
i13
(
  .data   (data13),
  .SEG_32 (SEG_13)
);
display_module_async_16b
i14
(
  .data   (data14),
  .SEG_32 (SEG_14)
);
display_module_async_16b
i15
(
  .data   (data15),
  .SEG_32 (SEG_15)
);
dynamic_displayIK_16
i16
(
  .CLK     (CLK),
  .RST     (RSTN),
  .SEG_0   (SEG_0),
  .SEG_1   (SEG_1),
  .SEG_2   (SEG_2),
  .SEG_3   (SEG_3),
  .SEG_4   (SEG_4),
  .SEG_5   (SEG_5),
  .SEG_6   (SEG_6),
  .SEG_7   (SEG_7),
  .SEG_8   (SEG_8),
  .SEG_9   (SEG_9),
  .SEG_10  (SEG_10),
  .SEG_11  (SEG_11),
  .SEG_12  (SEG_12),
  .SEG_13  (SEG_13),
  .SEG_14  (SEG_14),
  .SEG_15  (SEG_15),
  .SEG_A   (SEG_A),
  .SEG_B   (SEG_B),
  .SEG_C   (SEG_C),
  .SEG_D   (SEG_D),
  .SEG_E   (SEG_E),
  .SEG_F   (SEG_F),
  .SEG_G   (SEG_G),
  .SEG_H   (SEG_H),
  .SEG_SEL (SEG_SEL)
);
endmodule
module dynamic_displayIK_16
(
  input  wire        CLK,
  input  wire        RST,
  input  wire [31:0] SEG_0,
  input  wire [31:0] SEG_1,
  input  wire [31:0] SEG_2,
  input  wire [31:0] SEG_3,
  input  wire [31:0] SEG_4,
  input  wire [31:0] SEG_5,
  input  wire [31:0] SEG_6,
  input  wire [31:0] SEG_7,
  input  wire [31:0] SEG_8,
  input  wire [31:0] SEG_9,
  input  wire [31:0] SEG_10,
  input  wire [31:0] SEG_11,
  input  wire [31:0] SEG_12,
  input  wire [31:0] SEG_13,
  input  wire [31:0] SEG_14,
  input  wire [31:0] SEG_15,
  output reg  [7:0]  SEG_A,
  output reg  [7:0]  SEG_B,
  output reg  [7:0]  SEG_C,
  output reg  [7:0]  SEG_D,
  output reg  [7:0]  SEG_E,
  output reg  [7:0]  SEG_F,
  output reg  [7:0]  SEG_G,
  output reg  [7:0]  SEG_H,
  output reg  [8:0]  SEG_SEL
);
localparam DEF_MAX = 16'h7FFF;
localparam COUNT_MAX = 3'b111;
reg [2:0]  COUNTER;
reg [15:0] DEF_COUNTER;
always @(posedge CLK or negedge RST) begin
  if(!RST) begin
    SEG_A <= 8'hFC;
    SEG_B <= 8'hFC;
    SEG_C <= 8'hFC;
    SEG_D <= 8'hFC;
    SEG_E <= 8'hFC;
    SEG_F <= 8'hFC;
    SEG_G <= 8'hFC;
    SEG_H <= 8'hFC;
    SEG_SEL <=9'h1FF;
    COUNTER <= 3'h0;
    DEF_COUNTER <= 16'h0000;
  end else begin
    if(DEF_COUNTER != DEF_MAX) begin
      DEF_COUNTER <= DEF_COUNTER + 16'd1;
      SEG_SEL <=9'h000;
    end
    else begin
      DEF_COUNTER <= 16'h0000;
      case(COUNTER)
        3'd0: begin
          SEG_A <= SEG_0[31:24];
          SEG_B <= SEG_0[23:16];
          SEG_C <= SEG_0[15:8];
          SEG_D <= SEG_0[7:0];
          SEG_E <= SEG_1[31:24];
          SEG_F <= SEG_1[23:16];
          SEG_G <= SEG_1[15:8];
          SEG_H <= SEG_1[7:0];
          SEG_SEL <= 9'b0_0000_0001;
        end
        3'd1: begin
          SEG_A <= SEG_2[31:24];
          SEG_B <= SEG_2[23:16];
          SEG_C <= SEG_2[15:8];
          SEG_D <= SEG_2[7:0];
          SEG_E <= SEG_3[31:24];
          SEG_F <= SEG_3[23:16];
          SEG_G <= SEG_3[15:8];
          SEG_H <= SEG_3[7:0];
          SEG_SEL <= 9'b0_0000_0010;
        end
        3'd2: begin
          SEG_A <= SEG_4[31:24];
          SEG_B <= SEG_4[23:16];
          SEG_C <= SEG_4[15:8];
          SEG_D <= SEG_4[7:0];
          SEG_E <= SEG_5[31:24];
          SEG_F <= SEG_5[23:16];
          SEG_G <= SEG_5[15:8];
          SEG_H <= SEG_5[7:0];
          SEG_SEL <= 9'b0_0000_0100;
        end
        3'd3: begin
          SEG_A <= SEG_6[31:24];
          SEG_B <= SEG_6[23:16];
          SEG_C <= SEG_6[15:8];
          SEG_D <= SEG_6[7:0];
          SEG_E <= SEG_7[31:24];
          SEG_F <= SEG_7[23:16];
          SEG_G <= SEG_7[15:8];
          SEG_H <= SEG_7[7:0];
          SEG_SEL <= 9'b0_0000_1000;
        end
        3'd4: begin
          SEG_A <= SEG_8[31:24];
          SEG_B <= SEG_8[23:16];
          SEG_C <= SEG_8[15:8];
          SEG_D <= SEG_8[7:0];
          SEG_E <= SEG_9[31:24];
          SEG_F <= SEG_9[23:16];
          SEG_G <= SEG_9[15:8];
          SEG_H <= SEG_9[7:0];
          SEG_SEL <= 9'b0_0001_0000;
        end
        3'd5: begin
          SEG_A <= SEG_10[31:24];
          SEG_B <= SEG_10[23:16];
          SEG_C <= SEG_10[15:8];
          SEG_D <= SEG_10[7:0];
          SEG_E <= SEG_11[31:24];
          SEG_F <= SEG_11[23:16];
          SEG_G <= SEG_11[15:8];
          SEG_H <= SEG_11[7:0];
          SEG_SEL <= 9'b0_0010_0000;
        end
        3'd6: begin
          SEG_A <= SEG_12[31:24];
          SEG_B <= SEG_12[23:16];
          SEG_C <= SEG_12[15:8];
          SEG_D <= SEG_12[7:0];
          SEG_E <= SEG_13[31:24];
          SEG_F <= SEG_13[23:16];
          SEG_G <= SEG_13[15:8];
          SEG_H <= SEG_13[7:0];
          SEG_SEL <= 9'b0_0100_0000;
        end
        3'd7: begin
          SEG_A <= SEG_14[31:24];
          SEG_B <= SEG_14[23:16];
          SEG_C <= SEG_14[15:8];
          SEG_D <= SEG_14[7:0];
          SEG_E <= SEG_15[31:24];
          SEG_F <= SEG_15[23:16];
          SEG_G <= SEG_15[15:8];
          SEG_H <= SEG_15[7:0];
          SEG_SEL <= 9'b0_1000_0000;
        end
      endcase
      if(COUNTER == COUNT_MAX) begin
        COUNTER <= 3'd0;
      end else begin
        COUNTER <= COUNTER + 3'd1;
      end
    end
  end
end
endmodule
module display_module_async_16b
(
  input  wire [15:0] data,
  output wire [31:0] SEG_32
);
display_module_async
i0
(
  .SEG_VAL (data[3:0]),
  .SEG     (SEG_32[7:0])
);
display_module_async
i1
(
  .SEG_VAL (data[7:4]),
  .SEG     (SEG_32[15:8])
);
display_module_async
i2
(
  .SEG_VAL (data[11:8]),
  .SEG     (SEG_32[23:16])
);
display_module_async
i3
(
  .SEG_VAL (data[15:12]),
  .SEG     (SEG_32[31:24])
);
endmodule
module display_module_async
(
  input  wire [3:0] SEG_VAL,
  output reg  [7:0] SEG
);
always @ (*) begin
  case (SEG_VAL)
    4'h0: SEG <= 8'b11111100;
    4'h1: SEG <= 8'b01100000;
    4'h2: SEG <= 8'b11011010;
    4'h3: SEG <= 8'b11110010;
    4'h4: SEG <= 8'b01100110;
    4'h5: SEG <= 8'b10110110;
    4'h6: SEG <= 8'b10111110;
    4'h7: SEG <= 8'b11100000;
    4'h8: SEG <= 8'b11111110;
    4'h9: SEG <= 8'b11110110;
    4'ha: SEG <= 8'b11101110;
    4'hb: SEG <= 8'b00111110;
    4'hc: SEG <= 8'b00011010;
    4'hd: SEG <= 8'b01111010;
    4'he: SEG <= 8'b10011110;
    4'hf: SEG <= 8'b10001110;
  endcase
end
endmodule
`default_nettype wire
==> flow/run.sh <==
#!/bin/bash
# OpenROAD 26Q1-2900-gdf79404cd8, Yosys 0.63+post, stock flow scripts
make -C /OpenROAD-flow-scripts/flow DESIGN_CONFIG=/design/flow/config.mk WORK_HOME=/design/flow/orfs finish
==> flow/config.mk <==
export PLATFORM = sky130hd
export DESIGN_NAME = displayIK_7seg_16
export DESIGN_NICKNAME = displayIK_7seg_16
export VERILOG_FILES = /design/flow/design.v
export SDC_FILE = /design/flow/constraint.sdc
export NUM_CORES = 4
export LEC_CHECK = 1
export CORE_UTILIZATION = 40
export SYNTH_MEMORY_MAX_BITS = 65536
==> flow/constraint.sdc <==
current_design displayIK_7seg_16

set clk_period 7.3
set clk_io_pct 0.2

create_clock -name clk0 -period $clk_period [get_ports {CLK}]

set non_clock_inputs [all_inputs -no_clocks]
set_input_delay [expr $clk_period * $clk_io_pct] -clock clk0 $non_clock_inputs
set_output_delay [expr $clk_period * $clk_io_pct] -clock clk0 [all_outputs]
==> results_slide.txt <==
Physical Implementation Snapshot

Outcome
  – Status: finished, final reports clean

Worst setup path
  – RR Endpoint: i16.SEG_D[7]
  – CP max-delay cell: buf_4
  – CP Class: register to register
  – Reg2Reg Setup Slack: around 3600 ps
  – Most frequent CP cell: buf_4
  – Crit-path cells: buf_4 -> inv_1 -> ha_2 -> buf_4 -> inv_1 -> buf_4 -> o22ai_1 -> or3_1 -> nor4_1 -> o21ai_1
  – Max stage delay on crit path: ~530 ps
  – Crit path launch type: register
  – WP data required: 7590 ps
  – Worst r2r src: i16.COUNTER[2]
  – Endpoint class of the critical path: register
  – Critical Path AT: between 3000 and 4000 ps
  – Buffer-and-inverter tally for the worst setup path: 5
  – Cell family with the largest share of critical-path delay: buffers and inverters
  – CP max FO: 47
  – Depth of the most critical reg-to-reg path: 10

Clock tree
  – Clock Tree Root: clkbuf_16
  – Clk pin slew, worst setup/hold paths: about 80 ps
  – H-tree levels: 3
  – CTS tree: done
  – Clk buf depth: 2
  – PostCTS Resize Cnt: 0
  – Late-Pin Clk Latency: 390 ps
  – Hold buffers post-CTS: 0
  – Post-CTS Setup Repair Bufs: 0
  – Sink Count: about 84
  – Clock buffer count from CTS: 9

Floorplanning
  – Row cnt: 81
  – Die Height: between 200 and 250 um
  – I/O Pins: 331
  – Full die area: slightly above 50,000 um2
  – Core Region: about 49,000 um2
  – Die X-Extent: 226 um
  – Initial core utilization: 0.408

Finish
  – Area delta synth->final: 18.7%
  – Logic area: around 16,000 um2
  – Final cell count without fillers: 3,469
  – Most numerous logic cells after layout: ha_1, clkdlybuf4s50_1, nand2_1
  – Final-layout fill cell count: 4,586
  – Storage cell area: between 2000 and 2500 um2
  – Design area: about 24,000 um2
  – Layout cells sized above 1: 0.0726
  – Most frequent logic cell in the layout: ha_1

Route
  – DRT iter0 DRCs: 1,378
  – Wire per inst: 20.1 um
  – Final ANT Viol Nets: 0
  – Residual DRC count: 0
  – WL final: 69,700 um
  – Drt pass-1 iters: 6
  – Vias: 20,000
  – Routed vias/inst: 5.76

Timing
  – Pins over their slew limit: 0
  – RSZ-0062 raised after global routing: false
  – Max_slew headroom: 0.386
  – Setup ws final: 3610 ps
  – Setup Skew: 14.5 ps
  – Slew of the pin with the lowest slew margin: between 900 and 1000 ps
  – Setup TNS: 0 ps
  – Tmin final: approximately 3700 ps
  – Final Hold Violation Tally: 0
  – Post-layout period usage: 0.506
  – Final setup fails: 0
  – Max frequency: 0.271 GHz

Yosys
  – Dominant flop cell: dfstp_2
  – Synth Seq Share: 0.108
  – Syn avg cell area: 7.63 um2
  – Post-synthesis register bit count: about 84
  – Mapped Area: approximately 20,000 um2
  – Unique cell types: between 70 and 80
  – Yosys warning tally: 2
  – Yosys chip area: 20,000 um2
  – Yosys Instances: 2,626
  – Ys async rst share: 1.00
  – Syn Inst Count: between 2,000 and 3,000
  – Post-synth EDFFs: 0

Job
  – Stage-log warning count: 358
  – Max_cap viols: 0

GRT
  – Total Routing Usage GR: 0.274
  – Antenna violations before repair: 9
  – Largest net degree at the start of global routing: between 50 and 60
  – Number of global-route vias before repair: between 15,000 and 20,000
  – Total gr overflow: 0
  – First-pass GRT wire length: 105,000 um

Worst hold path
  – Hold_sp: i16.SEG_E[5]
  – Hold depth: 2
  – Hold WC Path Type: register to register
  – Endpoint, Worst Hold: i16.SEG_E[5]

Power and ir drop
  – VDD IR max: 0.123 mV
  – Power Density: between 70 and 80 nW/um2
  – Leakage power: 0.0104 uW

Placed design
  – Pre-CTS WS: 3480 ps
  – Final GP Congestion: 0.950
  – Area after DPL: 23,500 um2
  – Hpwl dp: between 50,000 and 60,000 um
  – Number of placed cells counting well taps: 3,445
  – Port buffer count: 322
registers in the layout, indices dropped and copies added, names as in the netlist:
name	count
i16.SEG_E	7
i16.SEG_F	7
i16.SEG_A	7
i16.SEG_B	7
i16.SEG_SEL	9
i16.SEG_D	7
i16.SEG_H	7
i16.SEG_C	7
i16.COUNTER	3
i16.DEF_COUNTER	16
i16.SEG_G	7
cells in the mapped netlist, drive strengths merged, types with 5 or more instances:
master,number,area (um2)
o211ai,57,428
a2111oi,8,70.1
dfstp,57,1500
o221ai,15,131
o22ai,87,544
nor2,206,773
a221oi,8,70.1
and2,5,31.3
xor2,5,43.8
a21o,6,45.0
nand2,250,938
clkbuf,159,597
a31oi,36,225
a21oi,171,856
mux2i,61,611
nor2b,110,688
inv,222,833
o32ai,42,368
xnor2,7,61.3
nor3,37,190
nand4,22,138
a211oi,29,218
dfrtp,27,676
ha,400,5000
nor4,21,146
a311oi,8,70.1
mux4,68,1530
nand3b,37,278
or4,10,78.8
o21bai,7,52.6
o21ai,214,1070
nand3,38,208
mux2,16,180
o311ai,37,324
a22oi,8,60.1
o2111ai,9,78.8
o31ai,24,195
nand2b,16,100
buf,40,249
final cells by class:
type / count / area share
antenna: 8 / 0.000842
clock buffer: 10 / 0.0100
clock inverter: 6 / 0.00226
inverter: 223 / 0.0352
multi-input combinational: 2128 / 0.682
sequential: 84 / 0.0914
tap: 664 / 0.0349
timing repair buffer: 346 / 0.143
worst register-to-register path: stages, from the launching register on:
cell and delay [ps]:
dfrtp_2 360, buf_4 530, inv_1 140, ha_2 390, buf_4 330, inv_1 520, buf_4 400, o22ai_1 150
or3_1 350, nor4_1 320, o21ai_1 100
power breakdown:
part           total, uW  internal, uW  switching (uW)
clock                504           248             257
sequential           469           468           0.635
combinational        848           385             463
logic make-up after synthesis:
kind of cell | count (synthesis) | share of synthesized area
and+or+nand+nor | 770 | 0.185
DFF | 84 | 0.108
buffers and inverters | 422 | 0.0840
adders and majority gates | 400 | 0.250
AOI/OAI and AO/OA | 792 | 0.252
xor gates and xnor gates | 12 | 0.00524
other | 1 | 0.000187
muxes | 145 | 0.116
worst max-delay path by stage:
stage     cells past startpoint  slack [ps]      startpoint            to
4_1_cts                      10        3630  i16.COUNTER[2]  i16.SEG_D[7]
5_1_grt                      10        3410  i16.COUNTER[2]  i16.SEG_D[7]
6_report                     10        3610  i16.COUNTER[2]  i16.SEG_D[7]
through the flow:
stage,power (uW),utilization,hold WS [ps]
floorplan,993,-,426
global placement,1300,0.477,455
detailed placement,1310,0.477,457
CTS,1830,0.483,468
global route,1930,0.484,481
finish,1820,0.484,464
per-layer routing:
| layer | GRT usage | vias to the layer above | wire length [um] |
|---|---|---|---|
| li1 | - | 9814 | - |
| met3 | 0.0592 | 111 | 5430 |
| met2 | 0.427 | 754 | 31600 |
| met5 | 0 | - | 12 |
| met4 | 0.0843 | 2 | 2220 |
| met1 | 0.383 | 9288 | 30500 |
No activity file was given, so power comes from the tool's default toggle rates.
