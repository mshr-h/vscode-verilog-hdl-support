File: /design/flow/run.sh
#!/bin/bash
# OpenROAD 26Q1-2900-gdf79404cd8, Yosys 0.63+post, stock flow scripts
make -C /OpenROAD-flow-scripts/flow DESIGN_CONFIG=/design/flow/config.mk WORK_HOME=/design/flow/orfs finish
File: /design/flow/config.mk
export PLATFORM = sky130hd
export DESIGN_NAME = adder_tree
export DESIGN_NICKNAME = adder_tree
export VERILOG_FILES = /design/flow/design.v
export SDC_FILE = /design/flow/constraint.sdc
export NUM_CORES = 4
export LEC_CHECK = 1
export CORE_UTILIZATION = 40
File: /design/flow/constraint.sdc
current_design adder_tree

set clk_period 5.5
set clk_io_pct 0.2

create_clock -name clk0 -period $clk_period [get_ports {clk}]

set non_clock_inputs [all_inputs -no_clocks]
set_input_delay [expr $clk_period * $clk_io_pct] -clock clk0 $non_clock_inputs
set_output_delay [expr $clk_period * $clk_io_pct] -clock clk0 [all_outputs]
File: /design/flow/design.v
package soc_types_pkg;
  typedef struct packed {
    logic [16-1:0] addr;
    logic [32-1:0] wdata;
    logic                  write;
    logic                  valid;
  } bus_req_t;
  typedef struct packed {
    logic [32-1:0] rdata;
    logic                  ready;
  } bus_rsp_t;
endpackage
`timescale 1ns/1ps
`default_nettype none
module adder_tree
#(
  parameter WORD_SIZE = 8,
  parameter BANK_SIZE = 16
) (
  input  wire                               clk,
  input  wire                               rst_n,
  input  wire [WORD_SIZE*BANK_SIZE-1:0]     in,
  output wire [(WORD_SIZE+1)*(BANK_SIZE/2)-1:0] out
);
genvar i;
reg  [WORD_SIZE-1:0] ireg [0:BANK_SIZE-1];
wire [WORD_SIZE:0]   owire [0:BANK_SIZE/2-1];
generate  
for (i = 0; i < BANK_SIZE; i = i + 1) begin : PACKING
  always @(posedge clk or negedge rst_n) begin
    if (~rst_n)
      ireg[i] <= 0;
    else
      ireg[i] <= in[(i+1)*WORD_SIZE-1:i*WORD_SIZE];
  end
end
endgenerate  
generate
for (i = 0; i < BANK_SIZE/2; i = i + 1) begin : ADDER_TREE
  assign owire[i] = ireg[i*2] + ireg[i*2+1];
end
endgenerate
generate  
for (i = 0; i < BANK_SIZE/2; i = i + 1) begin : UNPACKING
  assign out[(i+1)*(WORD_SIZE+1)-1:i*(WORD_SIZE+1)] = owire[i];
end
endgenerate  
endmodule
`default_nettype wire
==> impl_table.tex <==
% Synthesis and place-and-route results
\begin{tabular}{lr}
\hline
Metric & Value \\
\hline
\multicolumn{2}{l}{\textbf{Status}} \\
\quad Run status & finished, final reports clean \\
\multicolumn{2}{l}{\textbf{Critical path}} \\
\quad Kind of start point of the critical path & flop \\
\quad Series of cell instances along the critical path & ha\_1, fa\_1, a21o\_1, a21oi\_1, o21ai\_0, a22oi\_1, clkdlybuf4s50\_1 \\
\quad Buffers plus inverters on the worst setup path & 1 \\
\quad Arrival time at the worst endpoint & 2.63 ns \\
\quad Crit path max-delay cell type & sky130\_fd\_sc\_hd\_\_clkdlybuf4s50\_1 \\
\quad Delay contributed by the slowest stage of the critical path & 0.49 ns \\
\quad Class of the most critical setup path & flop to output pin \\
\quad CP top delay family & AND-OR/OR-AND gates \\
\quad CP max FO & 3 \\
\quad Data required time at the worst endpoint & 4.40 ns \\
\quad Setup crit end kind & output pin \\
\multicolumn{2}{l}{\textbf{Floorplan}} \\
\quad Init Core Util & 41.3\% \\
\quad Die W & 122 um \\
\quad Die Area & 14,900 um\^{}2 \\
\quad Number of standard-cell rows in the floorplan & 43 \\
\quad Core ar. & 14,000 um\^{}2 \\
\quad Boundary Pins & 202 \\
\quad Die y size & 122 um \\
\multicolumn{2}{l}{\textbf{Detailed routing}} \\
\quad Final WL & 12,200 um \\
\quad Via density & 4.79 \\
\quad Antenna-violating nets left & 0 \\
\quad Diode count & 0 \\
\quad Violation count after the first detailed-routing iteration & 137 \\
\quad Via count & 4,117 \\
\quad DR WL/cell & 14.2 um \\
\quad Count of unresolved DRC violations after routing & 0 \\
\quad Number of detailed-routing iterations run before antenna repair & 4 \\
\multicolumn{2}{l}{\textbf{Logic synthesis}} \\
\quad Chip Area, Yosys & 5780 um\^{}2 \\
\quad Yosys top cell area share & 55.4\% \\
\quad Count of state elements after synthesis & 128 \\
\quad Yosys stat cell total & 446 \\
\quad Synthesized instance count & 446 \\
\quad Count of yosys warnings during synthesis & 2 \\
\quad Cells taking the most area after synthesis & sky130\_fd\_sc\_hd\_\_dfrtp\_1 55\%, sky130\_fd\_sc\_hd\_\_ha\_1 14\%, sky130\_fd\_sc\_hd\_\_fa\_1 2.8\% \\
\quad Cell taking the most area after synthesis & sky130\_fd\_sc\_hd\_\_dfrtp\_1 \\
\quad Mapped cell area & 5780 um\^{}2 \\
\quad Number of distinct library cells after synthesis & 37 \\
\quad Sequential-to-total area share from yosys stat & 55.4\% \\
\quad Mean post-synth cell area & 13.0 um\^{}2 \\
\multicolumn{2}{l}{\textbf{Clock tree}} \\
\quad H-Tree Depth & 4 \\
\quad Clock transition at the register clock pins on the worst setup and hold paths after CTS & 0.05 ns \\
\quad Number of buffers added to fix hold violations after cts & 0 \\
\quad CTS tree & built \\
\quad Post-CTS Repair Setup Buffers & 0 \\
\quad Number of buffers between clock root and the deepest sink & 2 \\
\quad Number of sinks driven by the clock tree & 128 \\
\quad Clock buffers created by TritonCTS & 17 \\
\quad Clock root cell & sky130\_fd\_sc\_hd\_\_clkbuf\_16 \\
\quad Post-CTS Resized & 0 \\
\multicolumn{2}{l}{\textbf{Cells and area}} \\
\quad Flip-flop count of the largest register, all copies and words added & 128 \\
\quad Most frequent logic cell in the layout & sky130\_fd\_sc\_hd\_\_clkdlybuf4s50\_1 \\
\quad Fill cell instance count of the final layout & 1,091 \\
\quad Register name with the most flops & ireg \\
\quad Largest registers ranked by flip-flop count & ireg (128) \\
\quad Fraction of layout cells with a size suffix above 1 & 6.76\% \\
\quad Most frequent cells in the layout & 200 x sky130\_fd\_sc\_hd\_\_clkdlybuf4s50\_1, 128 x sky130\_fd\_sc\_hd\_\_dfrtp\_1, 64 x sky130\_fd\_sc\_hd\_\_ha\_1 \\
\quad Synth-to-Final Area Change & 49.0\% \\
\quad Core Util, Final & 61.6\% \\
\multicolumn{2}{l}{\textbf{Final timing}} \\
\quad Number of pins exceeding their max-slew limit in the final report & 0 \\
\quad Setup TNS & 0 ns \\
\quad Setup Viol. Count Final & 0 \\
\quad Least-Margin Pin Slew & 0.712 ns \\
\quad Max Clk Rate & 268 MHz \\
\quad Slew headroom & 52.5\% \\
\quad Fin crit period & 3.73 ns \\
\quad Final hold viol count & 0 \\
\quad Final period utilization & 67.8\% \\
\quad Unrepaired setup endpoints after global routing & no \\
\quad Worst slack on hold paths & 0.570 ns \\
\multicolumn{2}{l}{\textbf{Placed design}} \\
\quad Tally of buffers added on design ports & 201 \\
\quad Post-DP HPWL & 9830 um \\
\quad Routability Congestion & 0.855 \\
\multicolumn{2}{l}{\textbf{Pwr}} \\
\quad Leakage power total & 3.81 nW \\
\quad Power Density & 307 nW/um\^{}2 \\
\quad Maximum vdd ir drop & 0.345 mV \\
\multicolumn{2}{l}{\textbf{GRT}} \\
\quad Initial antenna violation count & 1 \\
\quad Via count of the first global-routing pass & 4,096 \\
\quad Wire length of the first global-routing pass & 19,500 um \\
\quad Overflow left after global routing & 0 \\
\quad GRT Overall Usage & 17.7\% \\
\quad Largest net degree at the start of global routing & 60 \\
\multicolumn{2}{l}{\textbf{Flow run}} \\
\quad Tool Warnings & 25 \\
\quad Max Cap Violations & 0 \\
\multicolumn{2}{l}{\textbf{Min path}} \\
\quad Type of the worst min-delay path & input port to asynchronous set/reset pin \\
\hline
\end{tabular}
## stage by stage
| stage | cells | power (mW) | setup WS [ns] | cell area [um^2] |
|---|---|---|---|---|
| after global placement | 829 | 1.58 | 2.20 | 8030 |
| after CTS | 860 | 2.69 | 1.73 | 8610 |
| after global routing | 860 | 2.80 | 1.59 | 8610 |
| after detailed placement | 829 | 1.59 | 2.19 | 8030 |
| after floorplan | 446 | 1.24 | 2.79 | 5780 |
| final | 860 | 2.64 | 1.77 | 8610 |
## power breakdown
part | switching, mW | leakage [nW] | total (mW) | internal [mW]
sequential | 0.0180 | 1.49 | 1.01 | 0.990
combinational | 0.199 | 2.04 | 0.557 | 0.358
clock | 0.380 | 0.282 | 1.08 | 0.700
## area by class of cell
type	instances	area [um^2]	area share, %
flip-flops and latches	128	3200	37.2
multi-input cells	292	2480	28.8
repair buffers	203	2020	23.5
clock buffers	22	474	5.51
well taps	180	225	2.62
clock inverters	9	108	1.25
inverters	26	97.6	1.13
## synth_stat cells
master / instances
sky130_fd_sc_hd__a221oi_2: 1
sky130_fd_sc_hd__nor3_1: 21
sky130_fd_sc_hd__o21bai_1: 7
sky130_fd_sc_hd__nor2_1: 5
sky130_fd_sc_hd__nand3_1: 14
sky130_fd_sc_hd__ha_1: 64
sky130_fd_sc_hd__a31oi_1: 1
sky130_fd_sc_hd__o21ai_0: 8
sky130_fd_sc_hd__nand3_2: 1
sky130_fd_sc_hd__and3_1: 1
sky130_fd_sc_hd__o221ai_1: 6
sky130_fd_sc_hd__nand2_1: 7
sky130_fd_sc_hd__fa_1: 8
sky130_fd_sc_hd__xor2_1: 16
sky130_fd_sc_hd__o21a_1: 9
sky130_fd_sc_hd__xnor2_1: 17
sky130_fd_sc_hd__or4b_1: 1
sky130_fd_sc_hd__a21oi_1: 21
sky130_fd_sc_hd__nand2b_1: 6
sky130_fd_sc_hd__a2bb2oi_1: 1
sky130_fd_sc_hd__o21ai_1: 6
sky130_fd_sc_hd__or3_1: 1
sky130_fd_sc_hd__nor3b_1: 1
sky130_fd_sc_hd__o31ai_1: 1
sky130_fd_sc_hd__a21o_1: 17
sky130_fd_sc_hd__a22oi_1: 1
sky130_fd_sc_hd__inv_1: 26
sky130_fd_sc_hd__dfrtp_1: 128
sky130_fd_sc_hd__nand3b_1: 11
sky130_fd_sc_hd__a21oi_2: 12
sky130_fd_sc_hd__o31a_1: 1
sky130_fd_sc_hd__nor2b_1: 6
sky130_fd_sc_hd__o2111ai_1: 7
sky130_fd_sc_hd__a221oi_1: 6
sky130_fd_sc_hd__o2111a_1: 1
sky130_fd_sc_hd__or4_1: 1
sky130_fd_sc_hd__or3b_1: 5
## per-layer routing
layer / vias up / wire length, um / GRT usage [%]
li1: 2061 / - / -
met2: 128 / 5830 / 27.3
met1: 1923 / 5110 / 24.9
met3: 5 / 1180 / 7.40
met4: 0 / 102 / 1.75
met5: - / 0 / 0
## logic make-up (layout without fill, tap and decap cells)
group	count (synthesis)	after routing	synth area share, %
compound gates	106	106	13.1
flops	128	128	55.4
simple gates	81	81	8.12
fa+ha+maj	72	72	16.6
buf+inv	26	260	1.69
xor+xnor	33	33	5.00
## worst paths after layout
kind	startpoint	to	cells after the start
min in group clk0	in[118]	ireg[14][6]	1
worst min-delay path	rst_n	ireg[5][5]	1
max in group asynchronous	rst_n	ireg[0][3]	2
worst max-delay path	ireg[6][0]	out[33]	7
No activity file was given, so power comes from the tool's default toggle rates.
